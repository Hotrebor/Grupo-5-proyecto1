===== flow/run.sh =====
#!/bin/bash
# OpenROAD 26Q1-2900-gdf79404cd8, Yosys 0.63+post, stock flow scripts
make -C /OpenROAD-flow-scripts/flow DESIGN_CONFIG=/design/flow/config.mk WORK_HOME=/design/flow/orfs finish

===== flow/config.mk =====
export PLATFORM = sky130hd
export DESIGN_NAME = Maquina
export DESIGN_NICKNAME = Maquina
export VERILOG_FILES = /design/flow/design.v
export SDC_FILE = /design/flow/constraint.sdc
export NUM_CORES = 4
export LEC_CHECK = 1
export CORE_AREA = 10 10 78 78
export DIE_AREA = 0 0 88 88
export SYNTH_HDL_FRONTEND = slang

===== flow/constraint.sdc =====
current_design Maquina

set clk_period 2.0
set clk_io_pct 0.2

create_clock -name clk0 -period $clk_period [get_ports {clk}]

set non_clock_inputs [all_inputs -no_clocks]
set_input_delay [expr $clk_period * $clk_io_pct] -clock clk0 $non_clock_inputs
set_output_delay [expr $clk_period * $clk_io_pct] -clock clk0 [all_outputs]

===== flow/design.v =====
`timescale 1ns / 1ps
module Maquina(clk, reset, humoa, glp, humom, fe, apagsis, registro_salidas, ledtb, ledprv, ext1, boc1, boc2, int_fe);
	input clk, reset, fe, glp, apagsis, humoa, humom;
	output registro_salidas, ledtb, ledprv, ext1, boc1, boc2, int_fe;
	reg [5:0] salidas, registro_salidas;
	reg ledtb, ledprv, ext1, boc1, boc2, int_fe;
	parameter [4:0] TB=4'h0, HA=4'h1, HM=4'h2, GLP1=4'h3, FE1=4'h4, AS1=4'h5, SalHA=4'h6, SalHM=4'h7, SalGLP=4'h8, SalFE=4'h9;
	reg [4:0] estado, sigestado;
	always @(posedge clk, posedge reset)
	begin
		if (reset)
			begin
				estado <= TB;
				registro_salidas <= 6'b0;
			end
		else
			begin
				registro_salidas <= registro_salidas;
				estado <= sigestado;
				case (estado)					
					TB: if (~(fe|glp|humoa|humom)) registro_salidas <= salidas; else registro_salidas[0]<=0;
					HA: registro_salidas[1] <= salidas[1];
					HM: registro_salidas[2] <= salidas[2];
					GLP1: registro_salidas[3] <= salidas[3];
					FE1: registro_salidas[4] <= salidas[4];
					AS1: if (apagsis) registro_salidas <= salidas; else registro_salidas[5] <= 0;
				endcase
			end
	end
	always @*
		case (estado)
			TB: if (humoa|humom|fe|glp|apagsis) 
					sigestado = HA;
				else 
					sigestado = TB;
			HA: if (humoa)	
					sigestado = SalHA;
				else 
					sigestado = HM;
			SalHA: sigestado = GLP1;
			HM: if (humom) 
					sigestado = SalHM;
				else	
					sigestado = GLP1;
			SalHM: sigestado = GLP1;
			GLP1: if (glp)	
						sigestado = SalGLP;
				else	
					sigestado = FE1;
			SalGLP: sigestado = FE1;
			FE1: if (fe) 
						sigestado = SalFE;
				else	
					sigestado = AS1;
			SalFE: sigestado = AS1;
			AS1: if (apagsis)	
						sigestado = AS1;
				else 
					sigestado = TB;			
			default sigestado = TB;
		endcase
	always @*
	begin
	salidas = 6'h0;
		case(estado)
			TB: if (~(fe|glp|humoa|humom)) salidas = 6'h1; else salidas[0]=0;
			HA: salidas[1] = humoa;
			HM: salidas[2] = humom;
			GLP1: salidas[3] = glp;
			FE1: salidas[4] = fe;
			AS1: if (apagsis) salidas = 6'b100000; else salidas[5]=0; 
		endcase
	end
	always @*	
	begin
	ledtb=0;
	ledprv=0;
	ext1=0;
	boc1=0;
	boc2=0;
	int_fe=0;
		if (registro_salidas[5]==1) begin  
			ledtb=0;
			ledprv=0;
			ext1=0;
			boc1=0;
			boc2=0;
			int_fe=0;
		end
		else if (registro_salidas[0]) begin  
			ledtb=1;
			ledprv=0;
			ext1=0;
			boc1=0;
			boc2=0;
			int_fe=0;
		end
		else if ((registro_salidas[1])|(registro_salidas[2]&registro_salidas[3]))
		begin
			ledtb=0;
			ledprv=0;
			ext1=1;
			boc1=0;
			boc2=1;
			int_fe=0;
		end
		else if ((registro_salidas[4]&registro_salidas[3])|(registro_salidas[4]&registro_salidas[2]))
		begin
			ledtb=0;
			ledprv=1;
			ext1=1;
			boc1=0;
			boc2=1;
			int_fe=1;
		end
		else if (registro_salidas[2]|registro_salidas[3]) begin  
			ledtb=0;
			ledprv=1;
			ext1=1;
			boc1=1;
			boc2=0;
			int_fe=0;
		end
		else if (registro_salidas[4]) begin  
			ledtb=0;
			ledprv=1;
			ext1=0;
			boc1=1;
			boc2=0;
			int_fe=1;
		end
	end
endmodule

==> impl_metrics.json <==
{
  "status": "finished, final reports clean",
  "gp_congestion": 0.797,
  "cts-root-buf": "clkbuf_8",
  "drtAntennaViolNets": 0,
  "leakage_nw": 0.505,
  "antenna_found_initial": 0,
  "ff2ff_path_depth": 3,
  "cts_inserted_buffers": 3,
  "skew_ns": 0.00217,
  "crit_path_cell_trace": "nor3_4, and3_1, clkdlybuf4s50_1",
  "hold_violations": 0,
  "yosys_area_um2": 758,
  "h-tree-depth": 1,
  "path_clk_slew_ns": 0.06,
  "total_power_mw": 1.29,
  "worstMarginPinSlew_ns": 0.580,
  "num_rows": 24,
  "layout_top_cell": "clkdlybuf4s50_1",
  "min_from": "estado[1]",
  "drive_gt1_frac": 0.192,
  "drc": 0,
  "dieArea_um2": 7740,
  "area_leaders": "dfrtp_1 50%, o2bb2ai_1 4.6%, nor2_1 4.5%, a22oi_1 4.0%, dfstp_2 3.5%",
  "crit_buf_inv": 1,
  "hold_depth": 1,
  "ys.warnings.count": 0,
  "grt_overflow_total": 0,
  "yosysTopAreaCell": "dfrtp_1",
  "cts_buffer_depth": 2,
  "fp_util": 0.172,
  "finalMaxSlewViolations": 0,
  "worst_setup_path_end_kind": "output port",
  "insertion_delay_ns": 0.24,
  "arrival_ns": 1.51,
  "postSynthAreaPerCell_um2": 9.98,
  "synth.cell_area_um2": 758,
  "finalCritPeriodShare": 0.957,
  "crit_type": "reg2out",
  "hold_buffers": 0,
  "place_inst": 145,
  "io_buffers": 18,
  "fin_ws_ns": 0.0852,
  "r2r-end": "registro_salidas[1]",
  "synth_flops": 16,
  "grt_pass1_wl_um": 3050,
  "cts_tree": "done",
  "via_per_inst": 4.22,
  "dp_slack_ns": 0.0837,
  "cp_slowest_cell": "clkdlybuf4s50_1",
  "timing.rr.start": "estado[7]",
  "p_per_area_nw_per_um2": 1180,
  "min_to": "estado[2]",
  "antenna_cells": 0,
  "period_needed_ns": 1.91,
  "path_depth": 3,
  "layout_top_cells": "16 x clkdlybuf4s50_1, 11 x dfrtp_1, 8 x nor2_1",
  "fmax_ghz": 0.522,
  "hp-class": "reg2reg",
  "cp-start-kind": "flop",
  "critPathMaxFanout": 6,
  "cts.sinks": 16,
  "syn-instance-count": 76,
  "warning_count": 26,
  "path_delay_family": "buffers and inverters",
  "core_area_um2": 4410,
  "cap_violations": 0,
  "postPlaceCellArea_um2": 1010,
  "num_io_pins": 19,
  "finalInstanceArea_um2": 1100,
  "instances_no_fill": 151,
  "first_pass_iters": 4,
  "top_area_frac": 0.495,
  "cpPeakStageDelay_ns": 0.46,
  "dp_hpwl_um": 1430,
  "cp.required_ns": 1.60,
  "ys_types": 28,
  "max_slew_margin": 0.613,
  "setup_viol": 0,
  "yosys_cells": 76,
  "syn2layout_area_growth_pct": 45.0,
  "grt_setup_unrepaired": "no",
  "wl_um": 1830,
  "chipWidth_um": 88,
  "wl_per_cell_um": 12.1,
  "ff2ff_setup_slack_ns": 0.84,
  "grt_usage": 0.0479,
  "routed-via-count": 637,
  "drt_iter0_drc": 34,
  "ys_seq_share": 0.530,
  "die_y_um": 88,
  "finalSetupTns_ns": 0,
  "grt_pass1_vias": 626,
  "vdd_ir_drop_max_v": 0.000247,
  "grt_max_degree": 17
}
cells by family after synthesis:
family | synth area share
AOI/OAI and AO/OA | 0.185
xor gates and xnor gates | 0.0116
adders and majority gates | 0.0132
buffers and inverters | 0.0396
DFF | 0.530
muxes | 0.0132
and+or+nand+nor | 0.208
synthesized netlist by cell type, drive strengths merged:
cell / number
nor2: 9
and2b: 1
o21a: 1
nand2: 3
o21ai: 4
a21oi: 1
xor2: 1
o2bb2ai: 4
and2: 4
nand2b: 1
inv: 4
clkbuf: 4
a22oi: 4
and3: 1
o211ai: 1
nor4: 1
mux2i: 1
dfstp: 1
dfrtp: 15
maj3: 1
nor2b: 2
or4: 1
nand3: 2
a221o: 1
nor3: 5
o211a: 1
a21o: 2
flip-flops by register name, summed over array words and instances (netlist names):
| signal | cells |
|---|---|
| registro_salidas | 6 |
| estado | 10 |
stage by stage:
step	hold slack, ns	utilization
floorplan	0.313	-
global placement	0.417	0.229
detailed placement	0.412	0.229
CTS	0.434	0.241
global route	0.459	0.249
finish	0.435	0.249
worst register-to-register path, delay by kind of cell (launching register included):
| kind | cells | cell delay, ns |
|---|---|---|
| AOI/OAI and AO/OA | 2 | 0.34 |
| DFF | 1 | 0.50 |
| and+or+nand+nor | 1 | 0.20 |
worst max-delay path by stage:
stage	start	endpoint
after CTS	registro_salidas[4]	boc2
after global routing	registro_salidas[0]	int_fe
final	registro_salidas[0]	int_fe
what timing repair did:
item                       4_1_cts  5_1_grt
resized                          2        9
setup buffers                    0        2
pin swaps                        0        3
setup endpoints to repair        4        4
per-layer routing:
| layer | wire, um | vias to the layer above | global-route usage |
|---|---|---|---|
| met5 | 0 | - | 0 |
| met1 | 775 | 315 | 0.0554 |
| met3 | 70 | 2 | 0.0150 |
| li1 | - | 314 | - |
| met4 | 14 | 0 | 0.00870 |
| met2 | 967 | 6 | 0.0853 |
power by group:
part / internal (mW) / switching (mW) / total, mW
combinational: 0.368 / 0.197 / 0.565
clock: 0.141 / 0.0981 / 0.239
sequential: 0.397 / 0.0922 / 0.489
total: 0.906 / 0.387 / 1.29
final cells by class:
class / instances / area (um2)
multi-input combinational: 52 / 342
tap: 52 / 65.1
fill: 446 / 3310
sequential: 16 / 407
timing repair buffer: 23 / 226
clock buffer: 4 / 45.0
inverter: 4 / 15.0
Power and IR drop assume default switching activity.
