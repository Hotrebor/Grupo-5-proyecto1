==> design/flow/design.v <==
`timescale 1ns / 1ps
module Control(clk,reset,estado,AN,CN);
parameter p=8;
input clk,reset;
input [5:0] estado;
output [3:0] AN;
output [6:0]CN;
reg [1:0] cuenta;
reg [3:0] A=4'd1;
reg [6:0] C=6'd1;
wire clk;
	always @ (posedge clk or posedge reset)
		if (reset) cuenta <= 0;
		else cuenta <= cuenta+1;
	always @(posedge clk)
	case (estado)	
		6'b000001:if (cuenta==00) C= 7'b0000010;
				else if (cuenta==01) C= 7'b1000000;
				else if (cuenta==10) C= 7'b1000000;
				else C=7'b0100001; 
		6'b000010:if (cuenta==00) C= 7'b0000011;
				else if (cuenta==01) C= 7'b0001000;
				else if (cuenta==10) C= 7'b0100001;
				else C=7'b1111111;
		6'b010000:if (cuenta==00) C= 7'b0001110;
				else if (cuenta==01) C= 7'b0000110;
				else if (cuenta==10) C= 7'b1;
				else C=7'b1111111;
		6'b000100:if (cuenta==00) C= 7'b0001001;
				else if (cuenta==01) C= 7'b0001011;
				else if (cuenta==10) C= 7'b0101011;
				else C=7'b1111111;
		6'b001000:if (cuenta==00) C= 7'b0000010;
				else if (cuenta==01) C= 7'b0001000;
				else if (cuenta==10) C= 7'b0010010;
				else C=7'b1111111;
		6'b100000:if (cuenta==00) C= 7'b1;
				else if (cuenta==01) C= 7'b1000000;
				else if (cuenta==10) C= 7'b0001110;
				else C=7'b0001110;
		6'b011000:if (cuenta==00) C= 7'b0000011;
				else if (cuenta==01) C= 7'b0001000;
				else if (cuenta==10) C= 7'b0100001;
				else C=7'b1111111;
		6'b010100:if (cuenta==00) C= 7'b0000011;
				else if (cuenta==01) C= 7'b0001000;
				else if (cuenta==10) C= 7'b0100001;
				else C=7'b1111111;
		6'b010010:if (cuenta==00) C= 7'b0000011;
				else if (cuenta==01) C= 7'b0001000;
				else if (cuenta==10) C= 7'b0100001;
				else C=7'b1111111;
		6'b001100:if (cuenta==00) C= 7'b0000011;
				else if (cuenta==01) C= 7'b0001000;
				else if (cuenta==10) C= 7'b0100001;
				else C=7'b1111111;
		6'b001010:if (cuenta==00) C= 7'b0000011;
				else if (cuenta==01) C= 7'b0001000;
				else if (cuenta==10) C= 7'b0100001;
				else C=7'b1111111;
		6'b011100:if (cuenta==00) C= 7'b0000011;
				else if (cuenta==01) C= 7'b0001000;
				else if (cuenta==10) C= 7'b0100001;
				else C=7'b1111111;
		6'b011010:if (cuenta==00) C= 7'b0000011;
				else if (cuenta==01) C= 7'b0001000;
				else if (cuenta==10) C= 7'b0100001;
				else C=7'b1111111;
		default C=7'b1111111;
		endcase
	always @(posedge clk)
		case (cuenta)
			2'd0: A= 4'b0111;
			2'd1: A= 4'b1011;
			2'd2:A= 4'b1101;
			default A=4'b1110;
	endcase
	assign AN=A;
	assign CN=C;
endmodule
==> design/flow/run.sh <==
#!/bin/bash
# OpenROAD 26Q1-2900-gdf79404cd8, Yosys 0.63+post, stock flow scripts
make -C /OpenROAD-flow-scripts/flow DESIGN_CONFIG=/design/flow/config.mk WORK_HOME=/design/flow/orfs finish
==> design/flow/config.mk <==
export PLATFORM = sky130hd
export DESIGN_NAME = Control
export DESIGN_NICKNAME = Control
export VERILOG_FILES = /design/flow/design.v
export SDC_FILE = /design/flow/constraint.sdc
export NUM_CORES = 4
export LEC_CHECK = 1
export CORE_AREA = 10 10 74 74
export DIE_AREA = 0 0 84 84
export SYNTH_HDL_FRONTEND = slang
==> design/flow/constraint.sdc <==
current_design Control

set clk_period 1.8
set clk_io_pct 0.2

create_clock -name clk0 -period $clk_period [get_ports {clk}]

set non_clock_inputs [all_inputs -no_clocks]
set_input_delay [expr $clk_period * $clk_io_pct] -clock clk0 $non_clock_inputs
set_output_delay [expr $clk_period * $clk_io_pct] -clock clk0 [all_outputs]
==> run summary <==
Antenna Cells -> 0
Largest clock skew in the final design -> 0.0005739 ns
Run status -> finished clean
Global-route usage over all layers -> 0.04245
Avg Synthesized Cell Area -> 8.954 sq um
Chip area estimate from yosys synthesis -> 743.2 sq um
Fraction of final layout cells with drive strength greater than 1 -> 0.1402
YS warnings -> 0
Number of H-tree levels -> 1
Clk slew on worst S/H paths -> 0.05 ns
Number of standard-cell rows in the floorplan -> 23
RePlAce Congestion -> 0.9658
Timing startpoint of the critical path -> estado[2]
Critical Setup Path Class -> input pin to flop
Ratio of total power to cell area -> 618.8 nW/um^2
Bufs on Longest Clock Path -> 2
Data arrival at the endpoint of the critical path -> 1.79 ns
Setup repair after global routing missed its margin -> no
Post-CTS setup repair buffer count -> 0
Area share of the largest cell type after synthesis -> 0.2963
TritonCTS clock tree -> yes
CP max FO -> 7
Post-synthesis cell type count -> 36
CP Depth -> 4
Final total power -> 656.5 uW
Count of unresolved DRC violations after routing -> 0
Die extent in y -> 84 microns
Worst skew pair latency -> 0.23 ns
Peak Freq -> 0.5894 GHz
Highest cell delay on the worst timing path -> 0.45 ns
Vias per cell -> 4.185
Cell count listed in synth_stat.txt -> 83
Required time reported for the critical path endpoint -> 1.89 ns
First-pass GRT wire length -> 2677 microns
Least-Margin Pin Slew -> 0.3870 ns
Cell type with the highest aggregate area in the netlist -> sky130_fd_sc_hd__dfxtp_1
Tally of buffers added on design ports -> 18
DR pass1 iterations -> 4
Chip area -> 7056 sq um
Drt wl/cell -> 10.08 microns
Pin count of the biggest net entering global routing -> 11
Core outline area -> 3971 sq um
Post-synthesis instance total -> 83
Number of hold violations in the final report -> 0
Time the worst path needs with I/O delays and setup -> 1.697 ns
Area growth from synthesis to layout -> 42.76%
CP Cell Sequence -> clkdlybuf4s50_1 -> or3_4 -> o31ai_4 -> o2111ai_1
Post-cts hold-fix buffer tally -> 0
Fraction of the core area occupied by cells at floorplan -> 0.1871
Max_slew headroom -> 0.7402
Initial drt markers -> 66
Setup slack, reg-to-reg -> 0.19 ns
Capture point of the worst path -> CN[1]
Overall die width -> 84 microns
Post-Place Worst Slack -> -0.1366 ns
Master cell of the clock root buffer -> sky130_fd_sc_hd__clkbuf_8
Number of fill cells in the layout -> 414
Number of max-slew violations in the final report -> 0
Total wire length -> 1583 microns
Clock Sink Count -> 13
Buf/Inv on CP -> 1
Grt total ovfl -> 0
Number of warnings the tools reported -> 30
Detailed Place HPWL -> 1281 microns
Path category of the worst min-delay check -> input pin to async pin
Detailed-route via count -> 657
Max Cap Violations -> 0
Top area cell types -> sky130_fd_sc_hd__dfxtp_1 (30%), sky130_fd_sc_hd__ha_1 (10%), sky130_fd_sc_hd__dfrtp_1 (6.7%)
Post-route clock period utilization -> 0.9426
Slack of the critical path -> 0.1032 ns
Antenna violations before repair -> 0
Number of top-level pins -> 19
Flip-flop and latch count after synthesis -> 13
CP Capture Type -> flop
Source of the worst register-to-register timing path -> cuenta[0]
Final setup violation count -> 0
Total standard cell area after synthesis -> 743.2 sq um
Slowest cell on the critical path -> sky130_fd_sc_hd__clkdlybuf4s50_1
Number of CTS-inserted buffers -> 3
Cell count of the worst reg-to-reg path -> 6
Count of instances resized after the clock tree is built -> 0
Cell type group with the largest total delay on the critical path -> AND-OR/OR-AND gates
Sequential element share of the synthesized area -> 0.3636
Remaining number of nets flagged by the antenna check after routing -> 0
Maximum resistive drop on vdd -> 0.1912 mV
Reg2reg end -> CN[1]
CP Launch Type -> input pin
Vias in the first global route -> 593
Static leakage -> 0.0004157 uW
==> layer usage <==
metal  up-vias  track usage  wire length, microns
met5         -            0                     0
met4         0      0.01218                    34
met3         2      0.01772                   209
met2        38      0.05854                   600
met1       281      0.05835                   740
li1        336            -                     -
==> report_power, final <==
| part | switching (uW) | internal [uW] |
|---|---|---|
| logic | 45.1 | 63.4 |
| clock network | 89.1 | 155 |
| registers | 2.83 | 301 |
| total | 137 | 519 |
==> per-stage QoR <==
step           hold WS (ns)  TNS, ns  cell area, sq um  cells  utilization
2_1_floorplan        0.1012        0             743.2     83            -
3_3_place_gp         0.5227  -0.6530              1016    153       0.2558
3_5_place_dp         0.5212  -0.6930              1016    153       0.2558
4_1_cts              0.2706        0              1061    157       0.2672
5_1_grt              0.2907        0              1061    157       0.2672
6_report             0.2708        0              1061    157       0.2672
==> cell usage in the layout, fill, tap and decap left out, types with 3 or more instances in the layout <==
cell,netlist,routed
sky130_fd_sc_hd__o211ai_1,3,3
sky130_fd_sc_hd__nor2_1,5,5
sky130_fd_sc_hd__nor3_1,3,3
sky130_fd_sc_hd__nand2_1,5,5
sky130_fd_sc_hd__buf_4,1,10
sky130_fd_sc_hd__clkbuf_8,0,3
sky130_fd_sc_hd__ha_1,6,6
sky130_fd_sc_hd__clkdlybuf4s50_1,0,18
sky130_fd_sc_hd__inv_1,8,8
sky130_fd_sc_hd__nor4_1,3,3
sky130_fd_sc_hd__dfxtp_1,11,11
==> final cells by class <==
cell class / count / area [sq um] / area share
clock buffers: 4 / 45.04 / 0.04245
inverters: 8 / 30.03 / 0.02830
multi-input cells: 54 / 397.9 / 0.3750
flip-flops and latches: 13 / 270.3 / 0.2547
well taps: 50 / 62.56 / 0.05896
repair buffers: 28 / 255.2 / 0.2406
==> registers in the layout (all words and copies together), names as in the netlist <==
signal / cells
CN: 7
cuenta: 2
AN: 4
==> cells by family after synthesis <==
| logic type | synth area share |
|---|---|
| compound gates | 0.1768 |
| xor+xnor | 0.03536 |
| fa+ha+maj | 0.1145 |
| buf+inv | 0.1010 |
| flops | 0.3636 |
| simple gates | 0.2088 |
==> worst reg2reg max path: cells and delay by family, from the launching register on <==
family | cells | cell delay [ns]
compound gates | 3 | 0.49
flops | 1 | 0.41
fa+ha+maj | 1 | 0.36
buf+inv | 1 | 0.14
simple gates | 1 | 0.07
==> Yosys cell counts <==
cell type,n
sky130_fd_sc_hd__o21ai_1,1
sky130_fd_sc_hd__buf_2,3
sky130_fd_sc_hd__clkbuf_1,3
sky130_fd_sc_hd__nand2_1,5
sky130_fd_sc_hd__nand3b_1,1
sky130_fd_sc_hd__a21o_1,2
sky130_fd_sc_hd__xor2_1,2
sky130_fd_sc_hd__o21ai_0,2
sky130_fd_sc_hd__o31ai_1,1
sky130_fd_sc_hd__inv_1,8
sky130_fd_sc_hd__o2111ai_1,1
sky130_fd_sc_hd__and3b_1,1
sky130_fd_sc_hd__nand4bb_1,1
sky130_fd_sc_hd__nor3b_1,1
sky130_fd_sc_hd__maj3_1,1
sky130_fd_sc_hd__o32ai_1,1
sky130_fd_sc_hd__nor2_1,5
sky130_fd_sc_hd__a21oi_1,2
sky130_fd_sc_hd__o31ai_4,1
sky130_fd_sc_hd__buf_4,1
sky130_fd_sc_hd__o211ai_1,3
sky130_fd_sc_hd__nor3_1,3
sky130_fd_sc_hd__dfrtp_1,2
sky130_fd_sc_hd__xnor2_1,1
sky130_fd_sc_hd__a211oi_1,1
sky130_fd_sc_hd__buf_6,1
sky130_fd_sc_hd__or3_4,1
sky130_fd_sc_hd__nand3_1,2
sky130_fd_sc_hd__dfxtp_1,11
sky130_fd_sc_hd__ha_1,6
sky130_fd_sc_hd__a32oi_1,1
sky130_fd_sc_hd__a31oi_1,1
sky130_fd_sc_hd__nor4_1,3
sky130_fd_sc_hd__nor4b_1,1
sky130_fd_sc_hd__nand2b_1,2
sky130_fd_sc_hd__nor2b_1,1
==> how the worst min path moves through the flow <==
stage	end	slack [ns]	cells after the start
after CTS	cuenta[0]	0.27	2
after global routing	cuenta[0]	0.29	2
final	cuenta[0]	0.27	2
Power figures rest on the tool's default switching activity, not on a simulated workload.
